==> design/flow/design.v <==
`timescale 1ns / 1ps
module process(
	input clk,				 
	input [23:0] in_pix,	 
	output reg [5:0] row, col, 	 
	output reg out_we, 			 
	output reg [23:0] out_pix,	 
	output reg mirror_done,		 
	output reg gray_done,		 
	output reg filter_done);	 
	parameter START = 4'b0000;
	parameter IDLE = 4'b0001;
	parameter MIRROR = 4'b0010;
	parameter MIRROR1 = 4'b0011;
	parameter MIRROR2 = 4'b0100;
	parameter MIRROR3 = 4'b0101;
	parameter GRAYSCALE = 4'b0110;
	parameter GRAYSCALE1 = 4'b0111;
	reg [3:0] state=0, next_state;
	reg [7:0] min_gray, max_gray, gray_val;
	always@(posedge clk) begin	
		case(state)
			START: begin
				mirror_done=0;
				gray_done=0;
				filter_done=0;
				out_we=0;
				next_state = IDLE;
				state=next_state;
			end
			IDLE: begin	
				row=0;	 
				col=0;
				if(!mirror_done)begin
					next_state=MIRROR;
					state=next_state;
				end else if(!gray_done)begin
					next_state=GRAYSCALE;
					state=next_state;
				end
			end
			MIRROR: begin 	
				if(row<32) begin	
					row=63-row;
					out_we = 1;
					out_pix = in_pix;
					next_state = MIRROR;
					state=next_state;
				end else if(row>32) begin	
					row=63-row;
					out_we = 1;
					out_pix = in_pix;
					next_state = MIRROR1;
					state=next_state;
				end else if(row==32&&col<63)begin
					row=63-row;
					out_we=1;
					out_pix = in_pix;
					next_state = MIRROR2;
					state=next_state;
				end else if(row==32&&col==63)begin
					row=63-row;
					out_pix=in_pix;
					next_state = MIRROR3;
					state=next_state;
				end
			end
			MIRROR1: begin 
				row=row+1;
				out_we=0;
				out_pix=in_pix;
				next_state=MIRROR;
				state=next_state;
			end
			MIRROR2: begin 
				row=0;
				col=col+1;
				out_we=0;
				out_pix=in_pix;
				next_state=MIRROR;
				state=next_state;
			end 
			MIRROR3: begin
				mirror_done = 1;
				next_state = IDLE;
				state = next_state;
			end
			GRAYSCALE: begin
				out_we=1;
				if(in_pix[23:16]<in_pix[15:8])begin
					min_gray=in_pix[23:16];
				end else begin 
					min_gray=in_pix[15:8];
				end
				if(in_pix[7:0]<min_gray)begin
					min_gray=in_pix[7:0];
				end
				if(in_pix[23:16]>in_pix[15:8])begin
					max_gray=in_pix[23:16];
				end else begin 
					max_gray=in_pix[15:8];
				end
				if(in_pix[7:0]>max_gray)begin
					max_gray=in_pix[7:0];
				end
				gray_val=(min_gray+max_gray)/2;
				out_pix[23:16]=0;
				out_pix[15:8]=gray_val;
				out_pix[7:0]=0;
				next_state=GRAYSCALE1;
				state=next_state;	
			end
			GRAYSCALE1: begin
				out_we=1;
				if(row==63&&col==63)begin
					gray_done=1;
					next_state=IDLE;
					state=next_state;
				end else if(row==63&&col<63)begin
					col=col+1;
					row=0;
					next_state=GRAYSCALE;
					state=next_state;
				end else if(row<63&&col<=63)begin
					row=row+1;
					next_state=GRAYSCALE;
					state=next_state;
				end 
			end
		endcase
	end
endmodule					
==> design/flow/run.sh <==
#!/bin/bash
# OpenROAD 26Q1-2900-gdf79404cd8, Yosys 0.63+post, stock flow scripts
make -C /OpenROAD-flow-scripts/flow DESIGN_CONFIG=/design/flow/config.mk WORK_HOME=/design/flow/orfs finish
==> design/flow/config.mk <==
export PLATFORM = sky130hd
export DESIGN_NAME = process
export DESIGN_NICKNAME = process
export VERILOG_FILES = /design/flow/design.v
export SDC_FILE = /design/flow/constraint.sdc
export NUM_CORES = 4
export LEC_CHECK = 1
export CORE_UTILIZATION = 40
==> design/flow/constraint.sdc <==
current_design process

set clk_period 12.2
set clk_io_pct 0.2

create_clock -name clk0 -period $clk_period [get_ports {clk}]

set non_clock_inputs [all_inputs -no_clocks]
set_input_delay [expr $clk_period * $clk_io_pct] -clock clk0 $non_clock_inputs
set_output_delay [expr $clk_period * $clk_io_pct] -clock clk0 [all_outputs]
==> reports/metrics.sh <==
STATUS='finished clean'
DIE_AREA_SQ_UM=8540
UNREPAIRED_SETUP_ENDPOINTS_AFTER_GLOBAL_ROUTING='false'
FIN_SKEW_NS=0.00818
GRT_FIRST_PASS_WIRELENGTH_UM=12200
CRITICAL_PATH_AT_NS=7.83
POST-LAYOUT-TOTAL-POWER_W=0.000438
SYNTH_FLOP_COUNT=42
YOSYSCELLCOUNT=352
WORST_SETUP_PATH_START_KIND='input port'
ENABLE_FLOP_CELLS=42
YOSYS-TOP-CELLS-COUNT='nor2_1, edfxtp_1, ha_1, a21oi_1, inv_1'
GRT_PASS1_VIAS=2427
DRIVE_ABOVE_1_SHARE_PCT=5.57
NUMBER_OF_OPENROAD_WARNINGS=25
SYN_INST=352
YS_ASYNC_SR_FRACTION_PCT=0
DP_WORST_SETUP_SLACK_NS=4.11
CRITICAL_PATH.SLOWEST_CELL='and2_0'
INSERTEDDIODECOUNT=0
YS_CHIP_AREA_SQ_UM=3270
YS_TOP_CELLS_BY_AREA='edfxtp_1, ha_1, nor2_1'
ANTENNA_FOUND_INITIAL=0
MOST_COMMON_CELL='nor2_1'
CTS_REPAIR_RESIZE_COUNT=0
FLOORPLAN.ROWS=32
SLEW-LIMIT-HEADROOM_PCT=43.9
SHARE_OF_SYNTHESIZED_AREA_OCCUPIED_BY_FLIP_FLOPS_AND_LATCHES_PCT=38.6
TIMING_WORST_SETUP_PATH_TYPE='input port to flop'
REPLACE_CONGESTION=0.911
CTS_TREE='done'
TRACK_USAGE_PCT=19.0
ROUTE.VIAS.TOTAL=2734
DRV_SLEW=0
YOSYSTOPAREACELLSHARE_PCT=38.6
YOSYS.CELL_TYPES.COUNT=55
TRITONCTS.NUM_BUFFERS=5
DRT_WL_TOTAL_UM=7610
DIE_HEIGHT_UM=92.4
LAYOUT_WORST_PATH_CYCLE_SHARE_PCT=64.0
AREA_GROWTH_SYN_TO_LAYOUT_PCT=25.5
CAP_VIOL_MAX_COUNT=0
CTS_H_TREE_DEPTH=2
CLOCK_TREE.BUFFER_DEPTH=2
ANTENNA_VIOLATING_NETS_POST_ROUTE=0
BOUNDARYPINS=65
PORT-BUFFER-COUNT=63
ROUTED_WIRE_LENGTH_PER_INSTANCE_UM=14.8
POSTLAYOUTCOREUTIL_PCT=52.5
CTS.SINKS=42
NUMBER_OF_SETUP_VIOLATIONS_IN_THE_FINAL_REPORT=0
TNS_NS=0
PATH_CELLS='clkdlybuf4s50_1 > inv_1 > ha_1 > a21oi_1 > nor2_1 > a211oi_2 > and2_0 > nor2_1 > a21oi_1 > ha_1 > a2111oi_0 > o21ai_1 > a21oi_2 > mux2i_1 > ha_1 > nor2b_1 > o21ai_0 > nand2b_1 > a21o_1 > a21o_1 > a21o_1 > a211oi_1 > a21oi_1'
FF_TYPE='edfxtp_1'
CRIT_REQUIRED_NS=12.22
FLOORPLAN.CORE_AREA_SQ_UM=7810
WHS_NS=0.641
CP_SLOWEST_STAGE_DELAY_NS=0.57
CTS_SETUP_BUFFERS=0
SYN_AREA_PER_CELL_SQ_UM=9.28
POWER_DENSITY_nW_PER_UM2=107
WORST_SLEW_PIN_TRAN_NS=0.839
WORSTHOLDPATHTYPE='flop to flop'
FINALHOLDVIOLATIONS=0
DIE.SIZE.X_UM=92.4
DRT_FIRST_ITER_VIOLATIONS=164
IR_DROP_uV=41.0
MAXCLOCKFREQUENCY_MHz=128
GRT_START_MAX_NET_PINS=26
FLOORPLAN.CORE_UTIL_PCT=41.9
LAYOUT.FILLER_CELLS=757
PLACE.DETAILED.HPWL_UM=5790
VIA_PER_INST=5.31
TIMING.CRITICAL_PATH.TO_TYPE='flop'
CTSHOLDBUFFERS=0
YOSYSTOPAREACELL='edfxtp_1'
CRITPATHMAXFANOUT=14
SYNTH-WARNING-COUNT=1
GLOBALROUTE.TOTALOVERFLOW=0
CTS_ROOT_BUFFER='clkbuf_8'
FINAL_ROUTED_DRC_VIOLATION_TOTAL=0
P_LEAK_nW=1.68
SYNTH.CELL_AREA_SQ_UM=3270
DRT-PASS1-ITER-COUNT=4
FINAL_CRITICAL_PATH_SETUP_SLACK_NS=4.39
FINALCRITICALPERIOD_NS=7.81
CLK_PIN_SLEW_WORST_PATHS_NS=0.09
CLOCK_LATENCY_OF_THE_LATER_CLOCKED_REGISTER_IN_THE_WORST_SKEW_PAIR_NS=0.29
## worst paths after layout
path	from	endpoint	cells past startpoint	slack, ns
max reg2reg	state[2]$_DFFE_PP_	out_pix[12]$_DFFE_PP_	3	9.60
min	mirror_done$_DFFE_PP_	state[2]$_DFFE_PP_	2	0.64
max	in_pix[13]	out_pix[15]$_DFFE_PP_	23	4.39
min reg2reg	mirror_done$_DFFE_PP_	state[2]$_DFFE_PP_	2	0.64
## metal layers
metal / GRT usage (%) / up-vias / part of all wire [%]
li1: - / 1396 / -
met2: 25.8 / 69 / 40
met4: 1.95 / 0 / 1.3
met1: 34.8 / 1261 / 53
met5: 0 / - / 0
met3: 2.17 / 8 / 5.0
## metrics by stage
stage | cells | cell area, sq um
floorplan | 352 | 3270
global placement | 507 | 4000
detailed placement | 507 | 4000
CTS | 515 | 4100
global route | 515 | 4100
finish | 515 | 4100
## where the power goes
| group | internal, W | switching [W] |
|---|---|---|
| clock network | 0.0000614 | 0.0000516 |
| logic | 0.0000742 | 0.0000869 |
| registers | 0.000164 | 0 |
## layout by cell type, fill, tap and decap left out, types with 2 or more instances in the layout
master and count:
a221oi_1 2, nand2b_1 2, inv_1 25, or2_2 2
o21a_1 2, clkbuf_1 2, a21oi_1 29, a211oi_1 4
nand3_1 9, nand3b_1 5, clkbuf_8 5, clkdlybuf4s50_1 63
o31ai_1 3, xnor2_1 5, nor3_1 4, mux2i_1 14
edfxtp_1 42, nor2b_1 4, nand2_1 22, nand4_1 2
buf_4 4, a21o_1 10, o21ai_0 16, nor2_1 46
and2_1 8, and3_1 12, o21ai_1 6, ha_1 32
xor2_1 5
## layout make-up
class	instances	area, sq um	area share, %
Clock inverter	1	30.0	0.732
Tap cell	102	128	3.11
Inverter	25	93.8	2.29
Clock buffer	7	76.3	1.86
Timing Repair Buffer	67	661	16.1
Sequential cell	42	1260	30.7
Multi-Input combinational cell	271	1850	45.2
## kinds of logic (layout without fill, tap and decap cells)
group	count (synthesis)	after routing	share of synthesized area (%)
and+or+nand+nor	125	125	19.3
AOI/OAI and AO/OA	87	87	17.0
DFF	42	42	38.6
buffers and inverters	39	100	4.82
adders and majority gates	33	33	12.9
muxes	15	15	4.59
xor gates and xnor gates	10	10	2.68
other	1	1	0.115
## flip-flops by register name, summed over array words and instances, names as in the netlist
register	count
mirror_done	1
col	6
out_pix	24
out_we	1
row	6
gray_done	1
state	3
## critical path, delay by kind of cell
family,cells,cell delay (ns)
simple gates,5,0.97
fa+ha+maj,3,0.89
compound gates,12,2.64
mux,1,0.26
buf+inv,2,0.60
Power is estimated from default activity; no workload was simulated.
